==> design.v <==
module bin2bcd (
  input  [5:0] binary_in,
  output [3:0] bcd_units,
  output [3:0] bcd_tens
  );
  reg [13:0] shift_reg;
  integer   i;
  always @(*) begin
    shift_reg = {8'b0000_0000, binary_in};
	for (i = 0; i < 5; i = i + 1) begin
	  shift_reg = {shift_reg[12:0], 1'b0};
	  if (shift_reg[9:6] > 4'd4) shift_reg[9:6] = shift_reg[9:6] + 3'b011;
	end 
	shift_reg = {shift_reg[12:0], 1'b0};
  end 
  assign bcd_units = shift_reg[9:6 ];
  assign bcd_tens  = shift_reg[13:0];
endmodule 
module counter_2bit (
  input        clk,
  input        rst_n,
  input        enable_debounced,
  output [1:0] count_out
  );
  reg [1:0] count_reg;
  always @(posedge clk or negedge rst_n) begin
    if(~rst_n) count_reg <= 2'b00;
    else begin
      if (enable_debounced) count_reg <= count_reg + 1;
	  else count_reg <= count_reg;
    end 	
  end   
  assign count_out = count_reg;
endmodule 
module debounce (
  input  clk,
  input  rst_n,
  input  btn,
  output db_tick
  );
  parameter CLOCK_FREQ      = 50_000_000;
  parameter STABLE_TIME_MS  = 10;
  localparam COUNTER_MAX    = (CLOCK_FREQ * STABLE_TIME_MS) / 1000;
  reg [1:0]  btn_sync;
  reg        db_state;
  reg [23:0] debounce_counter;
  wire       btn_changed;
  wire       counter_done; 
  always @(posedge clk or negedge rst_n) begin 
    if (~rst_n) btn_sync <= 2'd0;
	else btn_sync[1:0] <= {btn_sync[0], btn};
  end 
  always @(posedge clk or negedge rst_n) begin
    if (~rst_n) debounce_counter <= 24'd0;
	else if (btn_changed || counter_done) debounce_counter <= 24'd0;
	else debounce_counter <= debounce_counter + 24'd1;
  end 
  always @(posedge clk or negedge rst_n) begin
    if (~rst_n) db_state <= 1'd0;
	else if (counter_done) db_state <= btn_sync[1];
  end 
  assign btn_changed = ^btn_sync;
  assign counter_done = (debounce_counter == COUNTER_MAX);
  assign db_tick = db_state;
endmodule 
module freq_divider (
  input  clk,
  input  rst_n,
  output clk_1hz,
  output clk_5hz
  );
  localparam DIV_1HZ = 50_000_000;
  localparam DIV_5HZ = 10_000_000;
  reg        clk_1hz_reg;
  reg        clk_5hz_reg;
  reg [0:25] counter_1hz = 26'd0;
  reg [0:23] counter_5hz = 24'd0;
  always @(posedge clk or negedge rst_n) begin
    if (~rst_n) begin
	  counter_1hz <= 26'd0;
	  clk_1hz_reg <= 1'b0;
	end else if (counter_1hz == DIV_1HZ - 1) begin
	  counter_1hz <= 26'd0;
	  clk_1hz_reg <= 1'b1;
	end else begin
	  counter_1hz <= counter_1hz + 1;
	  clk_1hz_reg <= 1'b0;
	end 
  end
  always @(posedge clk or negedge rst_n) begin
    if (~rst_n) begin
	  counter_5hz <= 24'd0;
	  clk_5hz_reg <= 1'b0;
	end else if (counter_5hz == DIV_5HZ -1) begin
	  counter_5hz <= 24'd0;
	  clk_5hz_reg <= 1'b1;
	end else begin
	  counter_5hz <= counter_5hz + 1;
	  clk_5hz_reg <= 1'b0;
	end 
  end 
  assign clk_1hz = clk_1hz_reg;
  assign clk_5hz = clk_5hz_reg;
endmodule
module mode_selector ( 
  input        clk,
  input        rst_n,
  input        btn,
  output [1:0] mode
  );
  wire         btn_debounced;
  wire         btn_rising_edge;
  debounce debounce (
   .clk     (clk)  
  ,.rst_n   (rst_n)
  ,.btn     (btn)
  ,.db_tick (btn_debounced)
  );
  pulse_narrower pulse_narrower (
   .clk       (clk)
  ,.pulse_in  (btn_debounced)
  ,.pulse_out (btn_rising_edge)
  );
  counter_2bit counter_2bit (
   .clk              (clk)
  ,.rst_n            (rst_n)
  ,.enable_debounced (btn_rising_edge)
  ,.count_out        (mode)
  );
endmodule 
module pulse_narrower (
  input  clk,
  input  pulse_in,
  output pulse_out
  );
  reg pulse_in_dly;
  always @(posedge clk) begin
    pulse_in_dly <= pulse_in;
  end 
  assign pulse_out = pulse_in & ~pulse_in_dly;
endmodule 
module seven_seg_display (
  input  [3:0] digit,
  output [6:0] segments
  );
  reg [6:0] segments_reg;
  always @(*) begin
    case (digit) 
      4'd0: segments_reg = 7'b100_0000;
	  4'd1: segments_reg = 7'b111_1001;
	  4'd2: segments_reg = 7'b010_0100;
	  4'd3: segments_reg = 7'b011_0000;
	  4'd4: segments_reg = 7'b001_1001;
	  4'd5: segments_reg = 7'b001_0010;
	  4'd6: segments_reg = 7'b000_0010;
	  4'd7: segments_reg = 7'b111_1000;
	  4'd8: segments_reg = 7'b000_0000;
	  4'd9: segments_reg = 7'b001_0000;
	  default: segments_reg = 7'b111_1111;   
    endcase
  end
  assign segments = segments_reg;
endmodule
module timer (
  input        clk,
  input        increment_enable,
  input        decrement_enable,
  input  [1:0] mode_select,
  input        enable_1hz,
  input        enable_5hz,
  output [5:0] hour_out,
  output [5:0] minute_out,
  output [5:0] second_out
  );
  reg [5:0] hour_reg;
  reg [5:0] minute_reg;
  reg [5:0] second_reg;
  always @(posedge clk) begin
    if (enable_1hz) begin
      if (second_reg == 6'd59) second_reg <= 6'd0;
	  else second_reg <= second_reg + 6'd1;
    end else if ((mode_select == 2'b01) && (enable_5hz)) begin
      if (~increment_enable) begin
	    if (second_reg == 6'd59) second_reg <= 6'd0;
	    else second_reg <= second_reg + 6'd1; 
	  end else if (~decrement_enable) begin
	    if (second_reg == 6'd0) second_reg <= 6'd59;
	    else second_reg <= second_reg - 6'd1;
	  end 
	end
  end 
  always @(posedge clk) begin
    if ((enable_1hz) && (second_reg == 6'd59)) begin
	  if (minute_reg == 6'd59) minute_reg <= 6'd0;
	  else minute_reg <= minute_reg + 6'd1;
	end else if ((mode_select == 2'b10) && (enable_5hz)) begin
	  if (~increment_enable) begin
	    if (minute_reg == 6'd59) minute_reg <= 6'd0;
		else minute_reg <= minute_reg + 6'd1;
	  end else if (~decrement_enable) begin
	    if (minute_reg == 6'd0) minute_reg <= 6'd59;
		else minute_reg <= minute_reg - 6'd1;
	  end 
	end 
  end 
  always @(posedge clk) begin
    if ((enable_1hz) && (second_reg == 6'd59) && (minute_reg == 6'd59)) begin
	  if (hour_reg == 6'd23) hour_reg <= 6'd0;
	  else hour_reg <= hour_reg + 6'd1;
	end else if ((mode_select == 2'b11) && (enable_5hz)) begin
	  if (~increment_enable) begin
	    if (hour_reg == 6'd23) hour_reg <= 6'd0;
		else hour_reg <= hour_reg + 6'd1;
	  end else if (~decrement_enable) begin
	    if (hour_reg == 6'd0) hour_reg <= 6'd23;
	    else hour_reg <= hour_reg - 6'd1;
	  end 
	end
  end 
  assign hour_out   = hour_reg;
  assign minute_out = minute_reg;
  assign second_out = second_reg;
endmodule 
module top (
  input        clk,
  input        rst_n,
  input        btn_mode,
  input        btn_increment_enable,
  input        btn_decrement_enable,
  output [6:0] second_units,
  output [6:0] second_tens,
  output [6:0] minute_units,
  output [6:0] minute_tens,
  output [6:0] hour_units,
  output [6:0] hour_tens 
  );
  wire       enable_1hz_wire;
  wire       enable_5hz_wire;
  wire [1:0] mode_wire;
  wire       increment_debounce_enable;
  wire       decrement_debounce_enable;
  wire [5:0] hour_out_wire;
  wire [5:0] minute_out_wire;
  wire [5:0] second_out_wire;
  wire [3:0] bcd_hour_tens_wire;
  wire [3:0] bcd_hour_units_wire;
  wire [3:0] bcd_minute_tens_wire;
  wire [3:0] bcd_minute_units_wire;
  wire [3:0] bcd_seconds_tens_wire;
  wire [3:0] bcd_seconds_units_wire;
  freq_divider freq_divider (
   .clk     (clk)
  ,.rst_n   (rst_n)
  ,.clk_1hz (enable_1hz_wire)
  ,.clk_5hz (enable_5hz_wire)
  );
  mode_selector mode_selector (
   .clk   (clk)
  ,.rst_n (rst_n)
  ,.btn   (btn_mode)
  ,.mode  (mode_wire)
  );
  debounce increment_debounce (
   .clk     (clk)
  ,.rst_n   (rst_n)
  ,.btn     (btn_increment_debounce)
  ,.db_tick (increment_debounce_enable)
  );
  debounce decrement_enable (
   .clk     (clk)
  ,.rst_n   (rst_n)
  ,.btn     (btn_decrement_enable)
  ,.db_tick (decrement_debounce_enable)
  );
  timer timer (
   .clk              (clk)
  ,.increment_enable (increment_debounce_enable)
  ,.decrement_enable (decrement_debounce_enable)
  ,.mode_select      (mode_wire)
  ,.enable_1hz       (enable_1hz_wire)
  ,.enable_5hz       (enable_5hz_wire)
  ,.hour_out         (hour_out_wire)
  ,.minute_out       (minute_out_wire)
  ,.second_out       (second_out_wire)
  );
  bin2bcd hour_bin2bcd (
   .binary_in (hour_out_wire)
  ,.bcd_units (bcd_hour_units_wire)
  ,.bcd_tens  (bcd_hour_tens_wire)
  );
  bin2bcd minute_bin2bcd (
   .binary_in (minute_out_wire)
  ,.bcd_units (bcd_minute_units_wire)
  ,.bcd_tens  (bcd_minute_tens_wire)
  );
  bin2bcd second_bin2bcd (
   .binary_in (second_out_wire)
  ,.bcd_units (bcd_seconds_units_wire)
  ,.bcd_tens  (bcd_seconds_tens_wire)
  );
  seven_seg_display hour_tens_display (
   .digit    (bcd_hour_tens_wire)
  ,.segments (hour_tens)
  );
  seven_seg_display hour_units_display (
   .digit    (bcd_hour_units_wire)
  ,.segments (hour_units)
  );
  seven_seg_display minute_tens_display (
   .digit    (bcd_minute_tens_wire)
  ,.segments (minute_tens)
  );
  seven_seg_display minute_units_display (
   .digit    (bcd_minute_units_wire)
  ,.segments (minute_units)
  );
  seven_seg_display second_tens_display (
   .digit    (bcd_seconds_tens_wire)
  ,.segments (second_tens)
  );
  seven_seg_display second_units_display (
   .digit    (bcd_seconds_units_wire)
  ,.segments (second_units)
  );
endmodule 
==> run.sh <==
#!/bin/bash
# OpenROAD 26Q1-2900-gdf79404cd8, Yosys 0.63+post, stock flow scripts
make -C /OpenROAD-flow-scripts/flow DESIGN_CONFIG=/design/flow/config.mk WORK_HOME=/design/flow/orfs finish
==> config.mk <==
export PLATFORM = sky130hd
export DESIGN_NAME = top
export DESIGN_NICKNAME = top
export VERILOG_FILES = /design/flow/design.v
export SDC_FILE = /design/flow/constraint.sdc
export NUM_CORES = 4
export LEC_CHECK = 1
export CORE_UTILIZATION = 40
==> constraint.sdc <==
current_design top

set clk_period 5.6
set clk_io_pct 0.2

create_clock -name clk0 -period $clk_period [get_ports {clk}]

set non_clock_inputs [all_inputs -no_clocks]
set_input_delay [expr $clk_period * $clk_io_pct] -clock clk0 $non_clock_inputs
set_output_delay [expr $clk_period * $clk_io_pct] -clock clk0 [all_outputs]
==> impl_metrics.ini <==
; yosys + openroad results
[final_timing]
min_period_over_period_pct = 95.68
post-route-worst-setup-slack_ps = 242.1
finalHoldViolCount = 0
worstMarginPinSlew_ps = 777.8
finalMaxSlewViolations = 0
tns_ps = 0
period_minus_slack_ps = 5358
fmax_mhz = 186.6
skew_ps = 4.140
slew-limit-headroom_pct = 47.75
setup_violations = 0

[final_layout]
design_area_sq_mm = 0.007302
regMostFlops = freq_divider.counter_1hz
area_growth_pct = 12.84
largest_reg_flops = 26
drive_gt1_share_pct = 8.660
final_common_cell = nor2_1
final_cell_mix = nor2_1 (84), dfrtp_1 (81), nand2_1 (47)
top_regs = freq_divider.counter_1hz (26), freq_divider.counter_5hz (24), mode_selector.debounce.debounce_counter (24)

[synth]
synth_flops = 100
flop_cell = dfrtp_1
synth_chip_area_sq_mm = 0.006471
ys_cells = 700
enable_flop_cells = 18
yosysWarnings = 9
yosys.cell_types.count = 71
synthArstFlopShare_pct = 81.00
syn_avg_cell_area_sq_um = 9.245
ys_seq_share_pct = 39.98
syn_area_sq_mm = 0.006471
syn_inst = 700

[clock_network]
cts_tree = yes
path_clk_slew_ps = 60
cts_num_sinks = 100
numCtsBuffers = 9
root_buffer = clkbuf_16
htree_levels = 3
clock_latency_ps = 340
hold_buffers = 0
cts.path.max_buffers = 2

[worst_setup_path]
reg2reg_from = freq_divider.counter_1hz[25]
cp.required_ps = 4480
critPathLaunchType = flop
r2r_slack_ps = 3330
cp-end-kind = output port
crit_path_max_fanout = 6
worstSetupPathType = reg -> out
reg2reg_depth = 7
r2r-end = freq_divider.counter_1hz[10]
worstPathArrival_ps = 4240

[floorplanning]
fp_util_pct = 40.89
coreArea_sq_mm = 0.01583
dieHeight_um = 129.2
die_w_um = 129.2
rows = 46
boundaryPins = 47
die_area_sq_mm = 0.01669

[global_routing]
grt_pass1_wl_um = 20570
grt_max_degree = 49
grtUsageTotal_pct = 15.02
antenna_found_initial = 0
first_global_vias = 4630
grt_overflow = 0

[hold_path]
holdPathStages = 0
hold_path_startpoint = mode_selector.debounce.btn_sync[0]
hold_class = reg -> reg
whs_endpoint = mode_selector.debounce.btn_sync[1]

[place]
port_buffers = 23
post-dp-hpwl_um = 8203
gp_congestion = 0.8651
dpl_cell_area_sq_mm = 0.006878
place_ws_ps = 327.7

[flow_run]
maxCapViolCount = 0
warnings = 48

[detailed_routing]
dr.pass1.iters = 4
final_antenna_net_count = 0
vias = 4971
vias_per_cell = 5.205
wl_per_cell_um = 12.02
antenna_cells = 0
routed_wl_um = 11480
drt_iter0_drc = 197
drc = 0

[power_and_ir_drop]
ir_drop_uv = 137.7
p_per_area_mw_per_mm2 = 187.8
leakage_nw = 3.099

[outcome]
outcome = finished clean
Yosys cell counts (3+ instances only):
library cell	instances	share of area [%]
nor4_1	8	0.77
or3_1	4	0.39
xnor2_1	43	5.8
nor3_1	18	1.4
a221oi_1	3	0.41
nand3_1	44	3.4
a32oi_1	3	0.41
nand4_1	25	2.4
dfrtp_1	81	31
nor2b_1	7	0.68
clkbuf_1	14	0.81
a31oi_1	3	0.29
a22oi_1	6	0.70
nand2b_1	10	0.97
xor2_1	37	5.0
or2_2	5	0.48
and4_1	10	1.4
a32o_1	4	0.62
a21oi_1	13	1.0
nand2_1	48	2.8
o21ai_0	14	1.1
inv_1	40	2.3
buf_4	22	2.6
nor2_1	84	4.9
a211oi_1	3	0.35
ha_1	37	7.2
a22o_1	6	0.81
o211ai_1	6	0.70
o31ai_1	3	0.35
edfxtp_1	18	8.4
and3_1	10	0.97
o221ai_1	4	0.54
and2_1	6	0.58
o22ai_1	7	0.68
a311oi_1	3	0.41
nor4b_1	5	0.68
where the power goes:
group | internal (mW) | switching [mW] | total [mW]
Clock | 0.342 | 0.251 | 0.593
Sequential | 0.742 | 0.00541 | 0.748
Combinational | 0.00828 | 0.0226 | 0.0309
Total | 1.09 | 0.279 | 1.37
what timing repair did:
action / CTS / global route
pin swaps: 0 / 4
setup endpoints to repair: 2 / 18
gates resized: 2 / 14
setup buffers: 1 / 10
area by class of cell:
type | instances | area [sq um]
Timing Repair Buffer | 41 | 362.8
Clock inverter | 6 | 55.05
Clock buffer | 10 | 229.0
Inverter | 40 | 150.1
Sequential cell | 100 | 2587
Multi-Input combinational cell | 542 | 3647
Tap cell | 216 | 270.3
Fill cell | 1454 | 8526
cell families (layout without fill, tap and decap cells):
family,Yosys count,in the layout,synth area share [%]
other,2,21,0.1161
DFF,100,100,39.98
AOI/OAI and AO/OA,99,99,11.25
and+or+nand+nor,297,297,23.45
muxes,4,4,0.6574
buffers and inverters,77,97,5.742
xor gates and xnor gates,82,82,11.33
adders and majority gates,39,39,7.463
layer usage:
| layer | vias to the layer above | global-route usage [%] | routed length [um] |
|---|---|---|---|
| li1 | 2523 | - | - |
| met1 | 2371 | 23.35 | 5729 |
| met2 | 65 | 24.26 | 5325 |
| met3 | 12 | 1.388 | 264 |
| met4 | 0 | 2.007 | 161 |
| met5 | - | 0 | 0 |
per-stage QoR:
| step | cells | power, mW | hold WS [ps] | utilization (%) |
|---|---|---|---|---|
| 6_report | 955 | 1.371 | 389.2 | 46.13 |
| 5_1_grt | 955 | 1.430 | 404.0 | 46.13 |
| 4_1_cts | 945 | 1.393 | 393.6 | 45.37 |
| 3_5_place_dp | 928 | 0.7942 | 379.8 | 43.45 |
| 3_3_place_gp | 928 | 0.7938 | 378.4 | 43.45 |
| 2_1_floorplan | 719 | 0.7857 | 364.7 | - |
critical path, cell delays in order, from the launching register on:
cell,delay (ps)
edfxtp_1,380
inv_1,100
ha_2,200
inv_1,50
ha_2,200
or2_4,260
a31oi_1,170
o22ai_2,120
inv_2,80
ha_1,160
inv_1,60
maj3_1,370
and2_1,220
or4_4,540
nand3_2,130
or4b_1,440
clkdlybuf4s50_1,430
worst max-delay path by stage:
stage,to,start,depth (start not counted),slack (ps)
4_1_cts,second_units[6],timer.second_reg[3],18,40
5_1_grt,minute_units[6],timer.minute_reg[3],16,-10
6_report,minute_units[6],timer.minute_reg[3],16,240
Power is estimated from default activity; no workload was simulated.
